$ cat /design/flow/design.v
`default_nettype none
module seven_seg_ctrl (
    input CLK,
    input [7:0] din,
    output reg [7:0] dout
);
    wire [6:0] lsb_digit;
    wire [6:0] msb_digit;
    seven_seg_hex msb_nibble (
        .din(din[7:4]),
        .dout(msb_digit)
    );
    seven_seg_hex lsb_nibble (
        .din(din[3:0]),
        .dout(lsb_digit)
    );
    reg [9:0] clkdiv = 0;
    reg clkdiv_pulse = 0;
    reg msb_not_lsb = 0;
    always @(posedge CLK) begin
        clkdiv <= clkdiv + 1;
        clkdiv_pulse <= &clkdiv;
        msb_not_lsb <= msb_not_lsb ^ clkdiv_pulse;
        if (clkdiv_pulse) begin
            if (msb_not_lsb) begin
                dout[6:0] <= ~msb_digit;
                dout[7] <= 0;
            end else begin
                dout[6:0] <= ~lsb_digit;
                dout[7] <= 1;
            end
        end
    end
endmodule
module seven_seg_hex (
    input [3:0] din,
    output reg [6:0] dout
);
    always @*
        case (din)
            4'h0: dout = 7'b 0111111;
            4'h1: dout = 7'b 0000110;
            4'h2: dout = 7'b 1011011;
            4'h3: dout = 7'b 1001111;
            4'h4: dout = 7'b 1100110;
            4'h5: dout = 7'b 1101101;
            4'h6: dout = 7'b 1111101;
            4'h7: dout = 7'b 0000111;
            4'h8: dout = 7'b 1111111;
            4'h9: dout = 7'b 1101111;
            4'hA: dout = 7'b 1110111;
            4'hB: dout = 7'b 1111100;
            4'hC: dout = 7'b 0111001;
            4'hD: dout = 7'b 1011110;
            4'hE: dout = 7'b 1111001;
            4'hF: dout = 7'b 1110001;
            default: dout = 7'b 1000000;
        endcase
endmodule
module debouncer(
    input CLK,
    input signal_in,
    output reg signal_out
);
reg [7:0] memory = 8'b0;
reg signal_debounced;
always @(posedge CLK) begin
    memory = memory << 1;
    memory[0] = signal_in;
    signal_out <= signal_debounced;
    case(memory)
        8'b0000_0000: signal_debounced <= 0;
        8'b1111_1111: signal_debounced <= 1;
    endcase
end
endmodule
module bcd8_saturated_counter #(parameter MAX_CNT = 'h99)(
    input [7:0] value,
    output reg [7:0] increment,
    output reg [7:0] decrement
);
    always @* begin
        if (value[7:0] == MAX_CNT)  
            increment = MAX_CNT;
        else if (value[3:0] == 4'h 9)  
            increment = {value[7:4] + 4'd 1, 4'h 0};
        else
            increment = {value[7:4], value[3:0] + 4'd 1};
        if (value[7:0] == 8'h0)  
            decrement = 8'h0;
        else if (value[3:0] == 4'h 0)  
            decrement = {value[7:4] - 4'd 1, 4'h 9};
        else
            decrement = {value[7:4], value[3:0] - 4'd 1};
    end
endmodule
module rotary_decoder(
    input CLK,
    input A, B,
    output reg increment,
    output reg decrement,
);
reg [1:0] AB_old = 2'b11;
reg [9:0] memory = 10'b11_1111_1111;
always @(posedge CLK) begin
    if({A, B} != AB_old) begin
        memory = memory << 2;
        memory[1:0] = {A, B};
        case(memory)
            10'b111000_0111: begin
                increment = 1;
            end
            10'b110100_1011: begin
                decrement = 1;
            end
        endcase
        AB_old = {A, B};
    end else begin
        increment = 0;
        decrement = 0;
    end
end
endmodule
module top #(parameter MAX_BW = 5,
             parameter MAX_VAL = 5'b1_1111, 
             parameter MAX_CNT = 8'h31)(
    input  CLK,
    input  BTN_N, BTN1, P1B7, P1B8,
    output P1B1, P1B2, P1B3,
    output P1A1, P1A2, P1A3, P1A4, P1A7, P1A8, P1A9, P1A10, 
    output LED5, LED3, LED4
);
    reg [31:0] CLKBANK = 0;
    always @(posedge CLK) begin
        CLKBANK <= CLKBANK + 1;
    end
    reg ON_red = 1;
    reg ON_green = 1;
    reg ON_blue = 1;
    assign P1B1 = ON_red;
    assign P1B2 = ON_green;
    assign P1B3 = ON_blue;
    always @(posedge CLKBANK[16 - MAX_BW + 1]) begin
        ON_red = CLKBANK[16:16 - MAX_BW + 1] >= value_red;
        ON_green = CLKBANK[16:16 - MAX_BW + 1] >= value_green;
        ON_blue = CLKBANK[16:16 - MAX_BW + 1] >= value_blue;
    end
    wire BTN1_debounced;
    reg [2:0] color_selector = 3'b001;
    assign LED5 = color_selector[0];
    assign LED3 = color_selector[1];
    assign LED4 = color_selector[2];
    debouncer debounce_BTN1(
        .CLK(CLKBANK[10]),
        .signal_in(BTN1),
        .signal_out(BTN1_debounced)
    );
    always @(posedge BTN1_debounced) begin
        color_selector = {color_selector[1:0], color_selector[2]};
    end
    wire A = P1B7;
    wire B = P1B8;
    wire A_debounced;
    wire B_debounced;
    wire increment;
    wire decrement;
    debouncer debounce_A(
        .CLK(CLKBANK[10]),
        .signal_in(A),
        .signal_out(A_debounced)
    );
    debouncer debounce_B(
        .CLK(CLKBANK[10]),
        .signal_in(B),
        .signal_out(B_debounced)
    );
    rotary_decoder rot_decoder(
        .CLK(CLKBANK[10]),
        .A(A_debounced),
        .B(B_debounced),
        .increment(increment),
        .decrement(decrement),
    );
    reg [7:0] display_value_red = 0;
    wire [7:0] display_value_red_inc;
    wire [7:0] display_value_red_dec;
    reg [7:0] display_value_green = 0;
    wire [7:0] display_value_green_inc;
    wire [7:0] display_value_green_dec;
    reg [7:0] display_value_blue = 0;
    wire [7:0] display_value_blue_inc;
    wire [7:0] display_value_blue_dec;
    bcd8_saturated_counter #(MAX_CNT) counter_red(
        .value(display_value_red),
        .increment(display_value_red_inc),
        .decrement(display_value_red_dec)
    );
    bcd8_saturated_counter #(MAX_CNT) counter_green(
        .value(display_value_green),
        .increment(display_value_green_inc),
        .decrement(display_value_green_dec)
    );
    bcd8_saturated_counter #(MAX_CNT) counter_blue(
        .value(display_value_blue),
        .increment(display_value_blue_inc),
        .decrement(display_value_blue_dec)
    );
    wire [7:0] seven_segment;
    assign { P1A10, P1A9, P1A8, P1A7, P1A4, P1A3, P1A2, P1A1 } = seven_segment;
    reg [7:0] display_value = 0;
    seven_seg_ctrl seven_segment_ctrl (
        .CLK(CLK),
        .din(display_value[7:0]),
        .dout(seven_segment)
    );
    reg [MAX_BW - 1:0] value_red = 0;
    reg [MAX_BW - 1:0] value_green = 0;
    reg [MAX_BW - 1:0] value_blue = 0;
    always @(posedge CLKBANK[10]) begin
        case (color_selector)
            3'b001: begin
                if (increment) begin
                    display_value_red = display_value_red_inc;
                    value_red = value_red == 5'b1_1111 ? value_red : value_red + 1;
                end
                if (decrement) begin
                    display_value_red = display_value_red_dec;
                    value_red = value_red == 0 ? 0 : value_red - 1;
                end
                display_value = display_value_red;
            end
            3'b010: begin
                if (increment) begin
                    display_value_green = display_value_green_inc;
                    value_green = value_green == 5'b1_1111 ? value_green : value_green + 1;
                end
                if (decrement) begin
                    display_value_green = display_value_green_dec;
                    value_green = value_green == 0 ? 0 : value_green - 1;
                end
                display_value = display_value_green;
            end
            3'b100: begin
                if (increment) begin
                    display_value_blue = display_value_blue_inc;
                    value_blue = value_blue == 5'b1_1111 ? value_blue : value_blue + 1;
                end
                if (decrement) begin
                    display_value_blue = display_value_blue_dec;
                    value_blue = value_blue == 0 ? 0 : value_blue - 1;
                end
                display_value = display_value_blue;
            end
        endcase
    end 
endmodule
$ cat /design/flow/run.sh
#!/bin/bash
# OpenROAD 26Q1-2900-gdf79404cd8, Yosys 0.63+post, stock flow scripts
make -C /OpenROAD-flow-scripts/flow DESIGN_CONFIG=/design/flow/config.mk WORK_HOME=/design/flow/orfs finish
$ cat /design/flow/config.mk
export PLATFORM = sky130hd
export DESIGN_NAME = top
export DESIGN_NICKNAME = top
export VERILOG_FILES = /design/flow/design.v
export SDC_FILE = /design/flow/constraint.sdc
export NUM_CORES = 4
export LEC_CHECK = 1
export CORE_UTILIZATION = 50
$ cat /design/flow/constraint.sdc
current_design top

set clk_period 4.1
set clk_io_pct 0.2

create_clock -name clk0 -period $clk_period [get_ports {CLK}]

set non_clock_inputs [all_inputs -no_clocks]
set_input_delay [expr $clk_period * $clk_io_pct] -clock clk0 $non_clock_inputs
set_output_delay [expr $clk_period * $clk_io_pct] -clock clk0 [all_outputs]
==> deck_impl_summary.md <==
Physical Implementation Snapshot

Finish
  – Sequential cell area: approximately 3200 um2
  – Total area of multi-input combinational cells: between 3000 and 4000 um2
  – Filler Cell Count: about 1200
  – Fraction of final layout cells with drive strength greater than 1: roughly 5.5%
  – Synth-to-layout area growth: 5.838%

Clock tree
  – CTS tree: yes
  – Resized Gates After CTS: 0
  – Insertion delay to the later sink of the worst-skew pair: between 0.2 and 0.3 ns
  – Buffer cell driving the clock tree root: clkbuf_16
  – Number of buffers inserted during clock tree synthesis: 5
  – Post-CTS setup-driven buffer insertion count: 0
  – Post-CTS clock slew at the launch and capture registers of the worst setup and hold paths: about 0.060 ns
  – Longest Clk Path Bufs: 2
  – Number of hold-repair buffers added at the cts stage: 0
  – Maximum level of the CTS H-tree: 2

Pwr
  – Reported leakage power: 3.033 nW
  – Cell Pwr Density: between 100 and 150 nW/um2
  – Worst ir drop on vdd: approximately 0.21 mV

Critical path
  – Required time at the worst-slack endpoint: roughly 4.3 ns
  – Critical Path Start: CLKBANK[10]$_DFF_P_
  – Type of the setup path with the least slack: reg2reg
  – Cells along the critical path: buf_4 -> and4_1 -> and3_1 -> and3_1 -> nand3_1 -> xnor2_1
  – Gate family responsible for the most delay along the worst path: simple AND/OR/NAND/NOR gates
  – CP Data Arrival Time: between 2 and 2.5 ns
  – Maximum cell stage delay along the critical path: 0.58 ns
  – Critical-path cell with the highest stage delay: buf_4
  – Number of buffers and inverters on the critical path: 1
  – Depth of the worst register-to-register path: 6
  – Highest fanout seen on the critical path: around 86
  – Category of the worst setup path capture point: flip-flop
  – Category of the worst setup path launch point: flip-flop
  – Stages on the worst setup path: 6
  – R2R Path Start: CLKBANK[10]$_DFF_P_
  – Most common cell on crit path: and3_1

Detailed routing
  – Antenna cells: 0
  – Routed via count: approximately 5400
  – Number of iterations in the first detailed-routing pass: 5
  – Number of nets with antenna violations after routing: 0
  – DR WL/cell: approximately 14 um
  – Total length of routed wires: 13.41 mm
  – Number of violations reported at the end of detailed-routing iteration 0: slightly above 400
  – Routed via count divided by cell count: 5.820
  – Number of remaining DRC errors: 0

Floorplan
  – Height of the die: ~120 um
  – Die outline area: 15280 um2
  – Area inside the core boundary: approximately 14000 um2
  – Floorplan core density: about half
  – Standard-cell rows: 44
  – I/O pin count: 19
  – Horizontal die size: 123.6 um

GRT
  – Total overflow reported by the global router: 0
  – First-pass GRT wire length: about 23 mm
  – Via count of the first global-routing pass: between 4000 and 5000
  – Total global-route track usage: 19.08%
  – Maximum number of pins on one net before global-route repair: 87
  – Initial antenna violation count: 0

Min path
  – Number of instances on the worst hold path: 1
  – Hold crit path type: reg2reg
  – Origin of the worst min-delay path: CLKBANK[0]$_DFF_P_

STA
  – Transition time at the pin with the least slew margin: a little under 0.8 ns
  – Final Slew Violations: 0
  – Period utilisation layout: 48.34%
  – Maximum clock skew at final layout: about 0.0028 ns
  – RSZ-0062 raised after global routing: no
  – Sum of negative setup slack: 0 ns
  – Number of endpoints failing setup at the final stage: 0
  – Number of unconstrained endpoints: roughly 150
  – Max frequency: approximately 500 MHz
  – Worst-case setup margin in the final layout: ~2.1 ns
  – Count of unclocked register or latch pins: 90
  – Worst-case headroom to the max-slew limit: between 40% and 50%
  – Endpoints failing hold: 0
  – Final Critical Period: 1.982 ns

Yosys
  – Yosys warnings: 6
  – Post-synth area from yosys stat: 7395 um2
  – Number of synthesized flops with an enable pin: about 66
  – Largest cells by area after synthesis: edfxtp_1 (27%), dfxtp_1 (17%), ha_1 (8.6%), xnor2_1 (3.8%), a21oi_1 (3.7%)
  – Share of flip-flops with an asynchronous set or reset: 0%
  – Cell total in the yosys stat output: 759
  – Synthesized registers: 127
  – Library cell occupying the most area in the post-synthesis netlist: edfxtp_1
  – Mapped Cells: between 700 and 800
  – Synthesized cell area: 7395 um2
  – Tally of unique sky130hd cells used after synthesis: ~79
  – Top cell area share: a little over a quarter
  – Dominant Register Cell: edfxtp_1
  – Proportion of synthesized chip area in sequential cells: between 40% and 50%
  – Mapped Avg Cell Area: between 9 and 10 um2

Flow run
  – MaxCap Viol Count: 0
  – Number of warnings in the stage logs: just under 50

Placement
  – Input/output buffers: 17
  – GP Congestion: 0.8652
  – Placement Setup Slack: 2.070 ns
  – DP HPWL: roughly 9.7 mm

Status
  – Status: finished clean
[registers in the layout, summed over array words and instances (netlist names), 3 cells and up]
signal / cells
CLKBANK: 17
debounce_A.memory: 7
value_blue: 5
debounce_B.memory: 7
rot_decoder.memory: 7
seven_segment_ctrl.dout: 8
display_value_green: 8
color_selector: 3
value_green: 5
display_value_red: 8
display_value_blue: 8
value_red: 5
display_value: 8
debounce_BTN1.memory: 7
seven_segment_ctrl.clkdiv: 10
[report_power, final]
| group | internal (mW) | total (mW) | switching [mW] |
|---|---|---|---|
| logic | 0.00274 | 0.00395 | 0.00121 |
| registers | 0.371 | 0.371 | 0 |
| clock network | 0.279 | 0.419 | 0.140 |
| total | 0.652 | 0.794 | 0.142 |
[stage by stage]
stage                     std cells  hold WS, ns  cell area (um2)  util [%]  total power [mW]
final                           934       0.4212             7826     54.05            0.7937
after global placement          926       0.3901             7656     52.88            0.3822
after floorplan                 759       0.3793             7395         -            0.3788
after detailed placement        926       0.4030             7656     52.88            0.3825
after global routing            934       0.4528             7826     54.05            0.8227
after CTS                       934       0.4232             7826     54.05            0.8036
[final timing paths]
kind / endpoint / slack, ns
min: CLKBANK[0]$_DFF_P_ / 0.42
max reg2reg: CLKBANK[16]$_DFF_P_ / 2.12
max: CLKBANK[16]$_DFF_P_ / 2.12
min reg2reg: CLKBANK[0]$_DFF_P_ / 0.42
[per-layer routing]
layer | part of all wire, % | track usage [%] | vias up
met1 | 52 | 31.46 | 2578
met5 | 0 | 0 | -
met3 | 2.9 | 2.103 | 8
li1 | - | - | 2774
met2 | 45 | 29.55 | 76
met4 | 0.92 | 1.657 | 0
[placed cells by master (no fill, tap or decap), types with 11 or more instances in the layout]
cell type and count:
edfxtp_1 66, dfxtp_1 59, nand2_1 56, a21oi_1 55
ha_1 51, nor2_1 46, inv_1 45, xnor2_1 32
o21ai_0 30, nand3_1 23, nand4_1 23, nor3_1 17
clkdlybuf4s50_1 17, nand2b_1 12, nor2b_1 11
[cells by family (layout without fill, tap and decap cells)]
kind of cell | Yosys count | after routing | share of synthesized area [%]
AND-OR/OR-AND | 192 | 192 | 17.94
XOR/XNOR | 42 | 42 | 4.975
adder cells (fa/ha/maj) | 51 | 51 | 8.629
buffers and inverters | 85 | 76 | 4.755
flip-flops | 127 | 127 | 43.32
multiplexers | 14 | 14 | 2.149
AND/OR/NAND/NOR | 248 | 248 | 18.24
[synth_stat cells, drive strengths merged (12+ instances only)]
cell / number
a21oi: 55
ha: 51
nand3: 23
nor2: 46
o21ai: 36
xnor2: 32
buf: 21
nand4: 23
dfxtp: 61
nand2b: 12
clkbuf: 18
nand2: 56
edfxtp: 66
nor3: 17
inv: 46
[cell type report]
class	instances	area share, %
inverters	46	2.206
flip-flops and latches	127	40.96
repair buffers	22	2.654
clock inverters	1	0.07994
well taps	184	2.942
clock buffers	7	2.094
multi-input cells	547	49.06
No activity file was given, so power comes from the tool's default toggle rates.
